--- flow/run.sh ---
#!/bin/bash
# OpenROAD 26Q1-2900-gdf79404cd8, Yosys 0.63+post, stock flow scripts
make -C /OpenROAD-flow-scripts/flow DESIGN_CONFIG=/design/flow/config.mk WORK_HOME=/design/flow/orfs finish
--- flow/config.mk ---
export PLATFORM = sky130hd
export DESIGN_NAME = uart_rx
export DESIGN_NICKNAME = uart_rx
export VERILOG_FILES = /design/flow/design.v
export SDC_FILE = /design/flow/constraint.sdc
export NUM_CORES = 4
export LEC_CHECK = 1
export CORE_AREA = 10 10 109 109
export DIE_AREA = 0 0 119 119
--- flow/constraint.sdc ---
current_design uart_rx

set clk_period 3.0
set clk_io_pct 0.2

create_clock -name clk0 -period $clk_period [get_ports {clk_3125}]

set non_clock_inputs [all_inputs -no_clocks]
set_input_delay [expr $clk_period * $clk_io_pct] -clock clk0 $non_clock_inputs
set_output_delay [expr $clk_period * $clk_io_pct] -clock clk0 [all_outputs]
--- flow/design.v ---
module uart_rx(
    input clk_3125,
    input rx,
    output reg [7:0] rx_msg,
    output reg rx_parity,
    output reg rx_complete
    );
initial begin
    rx_msg = 0;
	  rx_parity = 0;
    rx_complete = 0;
end
parameter ST_IDLE = 3'b000, 
          ST_START = 3'b001, 
          ST_DATA = 3'b010, 
          ST_PARITY = 3'b011, 
          ST_STOP = 3'b100;
reg [3:0] counter=0;
reg [3:0] state=ST_IDLE;
reg [7:0] data;
reg parity_counter;
reg [2:0]bit_index;
reg check=0;
reg parity;
always @(posedge clk_3125) begin
	counter=counter+1'b1;
	rx_complete<=0;
	if (counter==13) begin
		case(state)
			ST_START:begin
							state<=ST_DATA;
							parity_counter<=0;
							bit_index<=7;
							data<=0;
						end
			ST_DATA:begin
							data[bit_index]<=rx;
							if (bit_index>0) bit_index<=bit_index-1'b1;
							else state <= ST_PARITY;
							if (rx) begin
							parity_counter <= parity_counter + 1'b1;
							end
					  end
			ST_PARITY:begin
							parity=rx;
							state<=ST_STOP;
							if (parity_counter != parity) data <= 8'h3F;
						 end
			ST_STOP: begin
							state <= ST_IDLE;
							check<=1;
						end
			ST_IDLE: begin
							rx_complete<=0;
							check<=0;
						end
		endcase
	end
	if (state == ST_IDLE && rx==0) begin
		state <= ST_START;
	 end
	if (counter==14) begin
		 counter =0;
    end
	if (state==ST_IDLE && check==1 && counter==1) begin
			 rx_complete<=1;
			 rx_msg=data;
			 rx_parity = parity;
			 check<=0;
		 end
		 else rx_complete<=0;
end
endmodule
==> Changelog: implementation <==
## Implementation

* Final Cell Area at 0.00186 mm²
* Synth Flop Type: edfxtp_1
* Register share after synthesis at 0.548
* Critical-path cell list: inv_1 -> ha_1 -> ha_1 -> inv_2 -> nor4_1 -> mux2i_1 -> o21ai_1
* DP Area at 0.00178 mm²
* First-pass GRT wire length at 4510 µm
* Final WL at 2560 µm
* Tool warnings at 30
* Synth Instances at 142
* Cell Type Count at 41
* Comb area at 619 µm²
* Pins Over Slew Limit at 0
* Hold-fix buffers at CTS at 0
* Crit-path max FO at 10
* Setup WS post-layout at 0.655 ns
* Die width at 119 µm
* Final setup viols at 0
* CTS clk-pin slew, worst paths at 0.06 ns
* Final hold violations at 0
* Worst path arrival time at 2.36 ns
* Power density cells at 414 mW/mm²
* I/O pin cnt at 12
* Tmin final at 2.35 ns
* Initial drt markers at 37
* Worst slack at placement at 0.685 ns
* H-tree levels at 2
* P_leak at 0.641 nW
* Post-CTS setup repair buffer count at 0
* Worst setup path category: flop to flop
* # clock sinks at 31
* Max_slew headroom at 0.714
* Largest net degree at the start of global routing at 13
* Synthesis-to-layout area growth at 22.4%
* FP Rows at 36
* Most frequent logic cell in the layout: edfxtp_1
* Worst path max stage delay at 0.50 ns
* Reg2reg path depth at 7
* Hold crit path type: flop to flop
* Max-cap check violation count at 0
* Yosys cell count at 142
* Hold WS at 0.458 ns
* Area share, top type at 0.416
* Final period util at 0.782
* CTS tree: built
* Flop area at 831 µm²
* Status: finished clean
* GRT Total Usage at 0.0357
* Clk ins delay skew pair at 0.27 ns
* Total power at 768 µW
* Grt ovf at 0
* Routed len/inst at 8.87 µm
* Area leader, netlist: edfxtp_1
* First drt pass iteration count at 4
* Synth Register Bits at 31
* Root Driver: clkbuf_8
* Reg-to-reg startpoint: bit_index[0]
* Via count at 1018
* CP most frequent cell: ha_1
* RSZ-0062 raised after global routing: false
* Last element of the critical path: data[4]
* Resized Gates After CTS at 0
* R2R Setup Slk at 0.65 ns
* Worst Setup SP: bit_index[0]
* Worst-margin pin slew at 0.426 ns
* Post-route ant nets at 0
* Inserted Diodes at 0
* Mapped cell area at 0.00152 mm²
* DRC viols at 0
* Slowest-stage cell, CP: edfxtp_1
* Number of global-route vias before repair at 966
* Avg Cell Area, Syn at 10.7 µm²
* Vias/cell at 3.52
* Fillers at 1051
* Async set or reset register ratio after synthesis at 0
* Ys Warns at 1
* Max Clk Rate at 0.426 GHz
* Routability congestion estimate from global placement at 0.855
* DP HPWL at 1870 µm
* Layout cells sized above 1 at 0.0833
* FP Util at 0.157
* Peak supply drop at 0.000146 V
* Core area at 0.00964 mm²
* Worst Setup Start Kind: flop
* Crit path DRT at 3.01 ns
* Antenna violations before repair at 0
* Layout Skew at 0.00428 ns
* DIE HEIGHT at 119 µm
* Port Buffers at 11
* Post-synth EDFFs at 21
* Post-route setup TNS at 0 ns
* Yosys stat chip area at 0.00152 mm²
* Full die area at 0.0142 mm²
* Cell area leaders: edfxtp_1 42%, dfxtp_1 13%, ha_1 6.6%
* Reg2reg end: data[4]
* Num CTS Buffers at 5
* CP Capture Type: flop
* Most numerous logic cells after layout: 21 x edfxtp_1, 15 x nand2_1, 11 x clkdlybuf4s50_1
* Maximum clock path buffer count at 2
[where the power goes]
group	internal (mW)	switching, mW
Clock	0.162	0.145
Combinational	0.00373	0.00421
Sequential	0.451	0.00138
[area by class of cell]
cell class	count	share of cell area
clock inverters	1	0.00270
inverters	9	0.0182
multi-input cells	95	0.334
repair buffers	13	0.0674
well taps	133	0.0896
flip-flops and latches	31	0.447
clock buffers	7	0.0411
[Yosys cell counts, types with 2 or more instances]
cell        n
nor2b_1     3
edfxtp_1   21
nand2_1    15
o21ai_0     9
a211oi_1    2
nor3_1      5
nor2_1     10
mux2i_1     2
buf_2       4
nand3_1     7
xor2_1      3
ha_1        8
a21oi_1     6
dfxtp_1    10
inv_1       8
a2bb2oi_1   2
nand2b_1    2
clkbuf_1    2
[metrics by stage]
| stage | cells | util |
|---|---|---|
| finish | 289 | 0.193 |
| global route | 289 | 0.193 |
| CTS | 289 | 0.193 |
| detailed placement | 281 | 0.184 |
| global placement | 281 | 0.184 |
| floorplan | 142 | - |
[how the worst min path moves through the flow]
stage / slack, ns / cells past startpoint / end / from
CTS: 0.46 / 0 / rx_msg[0] / data[0]
global route: 0.48 / 0 / rx_msg[3] / data[3]
finish: 0.46 / 0 / rx_msg[0] / data[0]
[logic make-up after synthesis]
group	synth area share
buffers and inverters	0.0437
xor gates and xnor gates	0.0231
and+or+nand+nor	0.172
AOI/OAI and AO/OA	0.127
adders and majority gates	0.0660
muxes	0.0206
DFF	0.548
[routing by layer]
layer,vias up,global-route usage,wire (µm)
met5,-,0,0
met4,0,0.00840,42
met3,2,0.0110,142
met2,24,0.0501,1030
met1,464,0.0526,1350
li1,528,-,-
[worst max-delay path, delay by kind of cell, from the launching register on]
family | cells | cell delay (ns)
AND-OR/OR-AND | 1 | 0.07
adder cells (fa/ha/maj) | 2 | 0.68
buffers and inverters | 2 | 0.23
flip-flops | 1 | 0.50
AND/OR/NAND/NOR | 1 | 0.38
multiplexers | 1 | 0.23
[registers in the layout (all words and copies together), names as in the netlist]
| register | count |
|---|---|
| data | 8 |
| rx_msg | 8 |
| counter | 4 |
| bit_index | 3 |
| state | 3 |
| check | 1 |
| parity | 1 |
| parity_counter | 1 |
| rx_complete | 1 |
| rx_parity | 1 |
Power figures rest on the tool's default switching activity, not on a simulated workload.
