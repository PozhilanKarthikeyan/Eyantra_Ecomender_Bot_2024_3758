## /design/flow/design.v

```verilog
module uart_tx(
    input clk_3125,
    input parity_type, tx_start,
    input [7:0] data,
    output reg tx, tx_done
);
initial begin
    tx = 1;
    tx_done = 0;
end
reg [3:0] state = 0;
reg [3:0] counter = 0;
reg parity_counter = 0;
reg check;
parameter ST_IDLE = 3'b000, 
          ST_START = 3'b001, 
          ST_DATA = 3'b010, 
          ST_PARITY = 3'b011, 
          ST_STOP = 3'b100;
reg [2:0] bit_index =3'b111 ;
always @(posedge clk_3125) begin
	counter = counter +1;
	if (tx_start )begin 
	state=ST_START;
	counter =14;
	end
   if (counter==14) begin   
        case (state)
            ST_IDLE: begin
                tx = 1;   
                tx_done = 0;
					 check=0;
            end
            ST_START: begin
                tx = 0;   
                state = ST_DATA;
					 parity_counter = 0;
                bit_index = 7;   
            end
            ST_DATA: begin
                tx = data[bit_index];   
                if (data[bit_index])
                    parity_counter = parity_counter + 1;   
                if ((bit_index) > 3'b000)
                    bit_index = bit_index-1;
                else
                    state = ST_PARITY;   
            end
            ST_PARITY: begin
                if (parity_type) 
                    tx = ~parity_counter;   
                else
                    tx = parity_counter;   
                state = ST_STOP;   
            end
            ST_STOP: begin
                tx = 1;   
                state = ST_IDLE;
				    check=1;	  
            end
        endcase
		 if (state==ST_IDLE && check==1) tx_done=1;
		 else tx_done=0;
		 counter =0;
    end
end
endmodule
```

## /design/flow/run.sh

```bash
#!/bin/bash
# OpenROAD 26Q1-2900-gdf79404cd8, Yosys 0.63+post, stock flow scripts
make -C /OpenROAD-flow-scripts/flow DESIGN_CONFIG=/design/flow/config.mk WORK_HOME=/design/flow/orfs finish
```

## /design/flow/config.mk

```make
export PLATFORM = sky130hd
export DESIGN_NAME = uart_tx
export DESIGN_NICKNAME = uart_tx
export VERILOG_FILES = /design/flow/design.v
export SDC_FILE = /design/flow/constraint.sdc
export NUM_CORES = 4
export LEC_CHECK = 1
export CORE_AREA = 10 10 75 75
export DIE_AREA = 0 0 85 85
```

## /design/flow/constraint.sdc

```tcl
current_design uart_tx

set clk_period 3.5
set clk_io_pct 0.2

create_clock -name clk0 -period $clk_period [get_ports {clk_3125}]

set non_clock_inputs [all_inputs -no_clocks]
set_input_delay [expr $clk_period * $clk_io_pct] -clock clk0 $non_clock_inputs
set_output_delay [expr $clk_period * $clk_io_pct] -clock clk0 [all_outputs]
```

==> impl_metrics.csv <==
group,metric,value,unit
floorplanning,core.rowCount,23,
setup_path,cp_data_required_time,3.50,ns
logic_synthesis,aoi_share,14.4,%
timing,fin_tns_setup,0,ns
timing,fin_crit,2.16,ns
job,maxCapViolations,0,
global_routing,grt.met3_usage,1.73,%
clocking,root_buffer,"clkbuf_8",
min_path,hp-start,"counter[0]$_SDFF_PN0_",
timing,max_freq,464,MHz
logic_synthesis,fa_ha_area_share,4.78,%
floorplanning,fp.dieW,85,um
logic_synthesis,synthArstFlopShare,0,%
timing,setup_viol,0,
global_routing,use_met2,6.40,%
setup_path,rrSetupSlack,1.73,ns
clocking,insertion_delay,0.24,ns
logic_synthesis,synth.largest_area_cell,"edfxtp_1",
setup_path,startpoint_type,"primary input",
finish,drive_gt1_share,7.00,%
power,ir_drop,0.128,mV
placement,port_buffers,12,
route,ant_nets,0,
logic_synthesis,edf_count,6,
logic_synthesis,yosys-stat-area,785,sq um
route,drt_wl_total,1530,um
timing,hold_violations,0,
route,diodes,0,
global_routing,grtUsageTotal,4.11,%
floorplanning,core,0.00406,sq mm
clocking,cts_tree,"done",
route,vias,647,
logic_synthesis,ys_seq_share,43.4,%
logic_synthesis,synth_flop_count,14,
clocking,clockBufferDepth,2,
route,vias_per_cell,4.31,
clocking,cts_setup_buffers,0,
setup_path,r2r_end,"tx$_DFFE_PP_",
min_path,whs_path_depth,1,
route,drc,0,
logic_synthesis,synth.avg_cell_area,9.02,sq um
timing,slew_headroom,65.4,%
route,wire_per_inst,10.2,um
logic_synthesis,logic_family,"simple AND/OR/NAND/NOR gates",
logic_synthesis,synthFlopType,"dfxtp_1",
global_routing,busiest_layer,"met2",
job,warnings,26,
min_path,hold_path_end,"counter[0]$_SDFF_PN0_",
clocking,htree_levels,1,
setup_path,worstPathArrival,2.15,ns
global_routing,grt_max_degree,17,
setup_path,crit_start,"data[1]",
timing,rsz0062_at_grt,"no",
clocking,postCtsHoldBufs,0,
finish,register_area,340,sq um
logic_synthesis,ys_types,31,
global_routing,grt_pass1_vias,594,
logic_synthesis,top_cell,"nor2_1",
global_routing,grt_use_met1,5.35,%
global_routing,antenna_found_initial,0,
finish,syn2layout_area_growth,28.9,%
logic_synthesis,yosys_cells,87,
timing,finalMaxSlewViolations,0,
timing,finalClockPeriodUsage,61.6,%
setup_path,end_kind,"flop",
power,powerDensity,394,mW/mm^2
setup_path,r2r_start,"bit_index[1]$_SDFFCE_PP1P_",
floorplanning,die_area,0.00723,sq mm
logic_synthesis,mux_share,4.15,%
logic_synthesis,synth_area,785,sq um
global_routing,grt_pass1_wl,2600,um
clocking,path_clk_slew,0.06,ns
route,drtIter0Drc,57,
logic_synthesis,top_cell_area_share,23.0,%
clocking,cts_resized,0,
timing,tightestPinTransition,0.506,ns
finish,n_fill_cell,404,
setup_path,rr_worst_depth,4,
logic_synthesis,netlist_instances,87,
clocking,cts_sinks,14,
route,drt_pass1_iterations,5,
global_routing,grt_remaining_overflow,0,
logic_synthesis,yosys_warnings,1,
power,leakagePower,0.398,nW
floorplanning,die_h,85,um
logic_synthesis,simple_gate_area_share,24.1,%
timing,whs,0.458,ns
setup_path,crit_path_max_fanout,2,
logic_synthesis,synthXorXnorAreaFrac,4.47,%
status,status,"finished clean",
floorplanning,fp_util,19.3,%
finish,comb_area,407,sq um
placement,finalWeightedCongestion,0.921,
setup_path,crit_type,"primary input to flop",
logic_synthesis,area_leaders,"edfxtp_1 (23%), dfxtp_1 (20%), nor2_1 (6.7%), ha_1 (4.8%), inv_1 (3.3%)",
min_path,hold_class,"flop to flop",
clocking,numCtsBuffers,3,
timing,clock_skew,0.00558,ns
floorplanning,ioPinCount,13,
placement,dp_hpwl,1210,um
logic_synthesis,common_cells,"nor2_1 (14), dfxtp_1 (8), inv_1 (7), nand2_1 (7), edfxtp_1 (6)",
## registers in the layout, indices dropped and copies added (netlist names)
name	count
bit_index	3
counter	4
parity_counter	1
state	4
tx	1
tx_done	1
## power by group
part           leakage (nW)  total [mW]  switching [mW]  internal [mW]
combinational         0.247      0.0536          0.0234         0.0302
clock                0.0288       0.155          0.0553         0.0995
sequential            0.122       0.189         0.00856          0.181
## layout make-up
class                           instances  share of cell area, %
Multi-Input combinational cell         63                   40.2
Sequential cell                        14                   33.7
Timing Repair Buffer                   12                   11.9
Tap cell                               50                   6.19
Clock buffer                            4                   5.45
Inverter                                7                   2.60
## critical path, cell delays in order
cell	delay, ns
clkdlybuf4s50_1	0.38
nor2b_1	0.12
a2111oi_0	0.50
nor4_2	0.09
o311a_1	0.36
## cells in the final DEF, fill, tap and decap left out, types with 2 or more instances in the layout
cell,instances
nor2b_1,2
inv_1,7
ha_1,3
xor2_1,3
edfxtp_1,6
nand4_1,2
clkdlybuf4s50_1,12
o21ai_0,5
dfxtp_1,8
nand2_1,7
nor2_1,14
nor4_1,2
nand2b_1,2
and3_1,3
a21oi_1,3
clkbuf_8,4
a31oi_1,2
## cells by family (layout without fill, tap and decap cells)
group           after synthesis  after routing
buf+inv                      10             23
flops                        14             14
xor+xnor                      4              4
fa+ha+maj                     3              3
simple gates                 37             37
mux                           2              2
compound gates               17             17
## per-layer routing
layer  vias to the layer above  share of wire (%)  wire length [um]
met5                         -                  0                 0
met4                         0               0.92                14
met3                         4                7.5               114
met2                        15                 47               722
met1                       290                 44               677
li1                        338                  -                 -
## through the flow
stage | power, mW | cell area (sq um) | util (%) | instances | worst slack, ns
finish | 0.398 | 1010 | 24.9 | 150 | 1.34
detailed placement | 0.247 | 956 | 23.6 | 146 | 1.08
global placement | 0.247 | 956 | 23.6 | 146 | 1.05
floorplan | 0.225 | 785 | - | 87 | 1.57
CTS | 0.403 | 1010 | 24.9 | 150 | 1.33
global route | 0.416 | 1010 | 24.9 | 150 | 1.15
## how the worst max path moves through the flow
stage	to	depth (start not counted)
CTS	tx$_DFFE_PP_	5
global route	state[2]$_DFF_P_	5
finish	tx$_DFFE_PP_	5
No activity file was given, so power comes from the tool's default toggle rates.
